[/design/flow/run.sh]
#!/bin/bash
# OpenROAD 26Q1-2900-gdf79404cd8, Yosys 0.63+post, stock flow scripts
make -C /OpenROAD-flow-scripts/flow DESIGN_CONFIG=/design/flow/config.mk WORK_HOME=/design/flow/orfs finish
[/design/flow/config.mk]
export PLATFORM = sky130hd
export DESIGN_NAME = top
export DESIGN_NICKNAME = top
export VERILOG_FILES = /design/flow/design.v
export SDC_FILE = /design/flow/constraint.sdc
export NUM_CORES = 4
export LEC_CHECK = 1
export CORE_AREA = 10 10 114 114
export DIE_AREA = 0 0 124 124
[/design/flow/constraint.sdc]
current_design top

set clk_period 4.4
set clk_io_pct 0.2

create_clock -name clk0 -period $clk_period [get_ports {CLOCK_50}]

set non_clock_inputs [all_inputs -no_clocks]
set_input_delay [expr $clk_period * $clk_io_pct] -clock clk0 $non_clock_inputs
set_output_delay [expr $clk_period * $clk_io_pct] -clock clk0 [all_outputs]
[/design/flow/design.v]
module top(input CLOCK_50, input [3:0]SW,  output reg [7:0]LEDR, output reg [0:0]LEDG);
reg[31:0] counter;
reg[3:0] soma=1;
always @(posedge CLOCK_50)
begin
	if(counter<=50000000)
	begin
		counter<=counter+soma;
	end
	else
	begin
		counter<=0;
		LEDR[0]<=~LEDR[0];
	end
		if(SW[0]==1)
		begin
			soma=10;
		end
		if(SW[1]==1)
		begin
			soma=20;
		end
		if(SW[2]==1)
		begin
			soma=30;
		end
	if(counter == 25000000)
	begin
		LEDG <=~LEDG;
	end
end
endmodule
==> impl_metrics.toml <==
# implementation run metrics
[drt]
antenna_cells_inserted = 0
drt_iter0_drc = 114
vias = 1270
viasPerCell = 3.81
dr.pass1.iters = 4
route.detailed.drc = 0
totalWireLength_mm = 3.29
ant_nets = 0
wl_per_cell_um = 9.87

[die]
rows = 37
chip_area_um2 = 15400
die_x_um = 124
fp_util_pct = 16.6
boundaryPins = 14
design.core.area_um2 = 10400
die_h_um = 124

[clock_tree]
cts_max_path_buffers = 2
cts_buffers = 5
cts_tree = "yes"
clock_latency_ps = 290
cts_hold_buffers = 0
cts_root_buffer = "clkbuf_8"
post_cts.repair.setup_buffers = 0
clkSinkCount = 37
h-tree-depth = 2
cts_resized = 0
cts.clk_slew.worst_paths_ps = 80

[placed_design]
io_buffers = 5
place.gp.congestion = 0.829
place_area_um2 = 1920
dpl.hpwl_mm = 2.19

[sta]
post-route-period-util_pct = 53.5
finalSetupViolations = 0
min_period_ps = 2350
rsz0062_at_grt = "false"
slew_headroom_pct = 46.7
worst_pin_slew_ps = 800
finalMaxSlewViolations = 0
hold_viol_final = 0
max_freq_mhz = 425
clock_skew_ps = 8.35
fin_setup_tns_ps = 0

[logic_synthesis]
synth_area_um2 = 1730
synth-seq-cells = 37
syn_inst = 182
ys_warn_count = 8
synth_top_area_share_pct = 40.4
yosysTopAreaCell = "dfxtp_1"
ys_top_cells_by_area = "dfxtp_1 (40%), xnor2_1 (8.6%), nor2_1 (6.5%)"
mux_area_share_pct = 0
ff_type = "dfxtp_1"
synth-xor-area-share_pct = 11.1
synth-area-yosys_um2 = 1730
synthTopLogicFamily = "simple AND/OR/NAND/NOR gates"
synth_seq_share_pct = 43.9
async_flop_share_pct = 0
synthAoiAreaFrac_pct = 7.36
yosys.area_share.simple_pct = 27.7
synthTopCellsByCount = "dfxtp_1 (35), nor2_1 (30), xnor2_1 (17)"
synthAdderAreaFrac_pct = 4.04
synth_cell_types = 37
syn_avg_cell_area_um2 = 9.52
ys_cells = 182
edf_count = 2
synthMostInstantiatedCell = "dfxtp_1"

[worst_hold_path]
hold_path.startpoint = "soma[2]"
holdPathEnd = "soma[2]"
whs_path_depth = 2
hp-class = "reg -> reg"

[global_route]
antenna_found_initial = 0
grt_pass1_wl_mm = 5.48
gr-usage-all-layers_pct = 4.25
grt_max_degree = 28
grt_overflow = 0
first_global_vias = 1203

[power_and_ir_drop]
total_leakage_power_nw = 0.674
power_density_nw_per_um2 = 299
vdd_drop_max_uv = 96.6

[worst_setup_path]
crit_chain = "or3b_4, nor4_4, a221oi_2, a31oi_4"
critPathRequiredTime_ps = 4320
r2r_slack_ps = 2050
slowest_delay_ps = 660
crit_path_start = "counter[25]"
r2r_start = "counter[25]"
slowest_stage = "a31oi_4"
r2r_cells = 4
critPathArrivalTime_ps = 2270
worstSetupPathType = "reg -> reg"
crit_buf_inv = 0
critPathMaxFanout = 27
timing.rr.end = "LEDR[0]"
worstSetupStartpointType = "flop"
end_kind = "flop"
cp_top_family = "AND-OR/OR-AND gates"

[final_layout]
drive_gt1_share_pct = 7.61
final_cell_area_um2 = 2010
syn2layout_area_growth_pct = 16.2

[run]
openroad.warnings = 26
max_cap_violations = 0

[outcome]
status = "finished clean"
## logic make-up after synthesis
| logic type | after synthesis |
|---|---|
| compound gates | 15 |
| simple gates | 87 |
| other cells | 1 |
| fa+ha+maj | 5 |
| xor+xnor | 22 |
| flops | 37 |
| buf+inv | 15 |
## worst max path at each step
stage	end	slack (ps)	depth (start not counted)
6_report	LEDR[0]	2050	4
4_1_cts	LEDR[0]	2060	4
5_1_grt	LEDR[0]	1980	4
## routing by layer
metal,track usage [%],wire length (µm),share of wire [%]
met4,0.360,8,0.24
met1,6.15,1650,50
met3,1.15,197,6.0
met5,0,0,0
met2,6.49,1440,44
## tightest hold or removal path: cells and delay by family (launching register included)
family / cells / cell delay [ps]
buffers and inverters: 1 / 40
DFF: 1 / 320
AOI/OAI and AO/OA: 1 / 60
## cell type report
class	instances	area, µm²
clock inverters	3	22.5
well taps	136	170
multi-input cells	142	920
clock buffers	5	68.8
repair buffers	6	57.6
inverters	4	15.0
flip-flops and latches	37	761
fillers	1113	8400
## stage by stage
step | std cells | utilization, % | hold WS, ps | worst slack [ps] | power (mW)
6_report | 333 | 19.3 | 474 | 2050 | 0.602
5_1_grt | 333 | 19.3 | 508 | 1980 | 0.628
4_1_cts | 333 | 19.3 | 482 | 2060 | 0.610
3_5_place_dp | 325 | 18.5 | 468 | 2060 | 0.372
3_3_place_gp | 325 | 18.5 | 471 | 2070 | 0.372
2_1_floorplan | 194 | - | 444 | 2460 | 0.367
## state kept, by name (all words and copies together), names as in the netlist
name     count
soma         3
LEDR         1
LEDG         1
counter     32
## power by group
group / internal (mW) / total, mW / switching [mW] / leakage (nW)
Sequential: 0.343 / 0.346 / 0.00262 / 0.305
Clock: 0.112 / 0.239 / 0.127 / 0.0481
Combinational: 0.00909 / 0.0175 / 0.00838 / 0.321
## cell usage in the layout (no fill, tap or decap), drive strengths merged, types with 7 or more instances in the layout
| master | n |
|---|---|
| nor2 | 30 |
| conb | 13 |
| dfxtp | 35 |
| nand4 | 7 |
| nor4 | 7 |
| xnor2 | 17 |
| nor3 | 9 |
| nand2 | 10 |
Power is estimated from default activity; no workload was simulated.
